## ./run.sh

```bash
#!/bin/bash
# OpenROAD 26Q1-2900-gdf79404cd8, Yosys 0.63+post, stock flow scripts
make -C /OpenROAD-flow-scripts/flow DESIGN_CONFIG=/design/flow/config.mk WORK_HOME=/design/flow/orfs finish
```

## ./config.mk

```make
export PLATFORM = sky130hd
export DESIGN_NAME = carry_lookahead_adder
export DESIGN_NICKNAME = carry_lookahead_adder
export VERILOG_FILES = /design/flow/design.v
export SDC_FILE = /design/flow/constraint.sdc
export NUM_CORES = 4
export LEC_CHECK = 1
export CORE_UTILIZATION = 40
```

## ./constraint.sdc

```tcl
current_design carry_lookahead_adder

set clk_period 11.0
set clk_io_pct 0.2

create_clock -name clk0 -period $clk_period [get_ports {clock}]

set non_clock_inputs [all_inputs -no_clocks]
set_input_delay [expr $clk_period * $clk_io_pct] -clock clk0 $non_clock_inputs
set_output_delay [expr $clk_period * $clk_io_pct] -clock clk0 [all_outputs]
```

## ./design.v

```verilog
module carry_lookahead_adder
  #(    
    parameter DATA_WIDTH    =    32,
    parameter ADD_WIDTH     =    1
  )(
    input                               clock,
    input                               reset,
    input                               CS,
    input                               WR,
    input                               RD,
    input       [ADD_WIDTH-1:0]         Address,
    input       [DATA_WIDTH-1:0]        Data,
    output 	reg    [DATA_WIDTH-1:0]        o_result
   );
    reg           [DATA_WIDTH-1:0]     i_add1, i_add2; 
        wire      [DATA_WIDTH:0]       w_C;
        wire      [DATA_WIDTH-1:0]     w_G, w_P, w_SUM;
        always@ (posedge clock, negedge reset)  begin
            if(~reset) begin
                i_add1      <=      32'b0;
                i_add2      <=      32'b0;
					 o_result    <=		32'b0;
            end
            else begin
                if(~CS & ~WR) begin
                    if(~Address) begin
                        i_add1      <=      Data;
                    end
                    else begin
                        i_add2      <=      Data;
                    end
                end
                if(~CS & ~RD) begin
                    if(Address) begin
                        o_result        <=      w_SUM;
                    end
                    else begin
                        o_result        <=      o_result;
                    end
                end
            end
        end
            genvar             i;
            generate
              for (i = 0; i < DATA_WIDTH; i = i + 1) begin: i_gen
                  full_adder full_adder_inst
                      ( 
                        .i_bit1(i_add1[i]),
                        .i_bit2(i_add2[i]),
                        .i_carry(w_C[i]),
                        .o_sum(w_SUM[i]),
                        .o_carry()
                        );
                end
            endgenerate
            genvar             j;
            generate
              for (j = 0; j < DATA_WIDTH; j = j + 1) begin: j_gen
                    assign w_G[j]   = i_add1[j] & i_add2[j];
                    assign w_P[j]   = i_add1[j] | i_add2[j];
                    assign w_C[j+1] = w_G[j] | (w_P[j] & w_C[j]);
                end
            endgenerate
        assign w_C[0] = 1'b0;  
endmodule
module full_adder (
   input  i_bit1,
   input  i_bit2,
   input  i_carry,
   output o_sum,
   output o_carry
   );
  wire   w_WIRE_1;
  wire   w_WIRE_2;
  wire   w_WIRE_3;
  assign w_WIRE_1 = i_bit1 ^ i_bit2;
  assign w_WIRE_2 = w_WIRE_1 & i_carry;
  assign w_WIRE_3 = i_bit1 & i_bit2;
  assign o_sum   = w_WIRE_1 ^ i_carry;
  assign o_carry = w_WIRE_2 | w_WIRE_3;
endmodule 
```

==> results_slide.txt <==
Key Metrics from the Run

Yosys
  • Yosys stat area: 4310 µm²
  • Distinct lib cells used: 11
  • Cell Area, Synth: 4310 µm²
  • Largest area contributor in the netlist: dfrtp_1
  • Syn Inst Count: 245
  • Top_reg_cell synth: dfrtp_1
  • # Cells Yosys: 245
  • Post-synth EDFFs: 0
  • Synth area leaders: dfrtp_1 (56%), mux2_2 (23%), fa_1 (14%)
  • Synth warnings: 1
  • Post-synth seq share: 55.8%
  • Area leader share: 55.8%
  • Commonest cells post-synth: dfrtp_1 (96), mux2_2 (88), fa_1 (30)
  • Most frequent cell after synthesis: dfrtp_1
  • Ys async rst share: 100%
  • Avg Inst Size Synth: 17.6 µm²
  • Synth flops: 96

Critical path
  • CP required: 11.23 ns
  • Critical path's largest stage delay: 0.39 ns
  • Slowest CP cell: dfrtp_1
  • Setup crit end kind: register
  • CP dominant cell by count: fa_2
  • Critical path class: reg -> reg
  • Reg-to-reg slack, setup: -0.37 ns
  • Worst Path Arrival: 11.61 ns
  • Crit path max fanout: 2
  • CP Launch Type: register

GRT
  • Antenna violations before repair: 0
  • Most Crowded Layer GR: met1
  • Largest net degree at the start of global routing: 58
  • GRT Overall Usage: 14.6%
  • Met1 Use GR: 23.7%
  • Total gr overflow: 0
  • M2 GR Usage: 22.4%
  • M3 GR Usage: 3.22%
  • First-pass GRT wire length: 12.0 mm
  • Vias in the first global route: 2398

Floorplan
  • Pre-Place Util: 41.5%
  • Die X: 106 µm
  • Cell row count: 37
  • Core ar.: 10400 µm²
  • I/O pin count: 70
  • Die height: 106 µm
  • Die Size: 11200 µm²

Routing
  • Wire per inst: 15.4 µm
  • DR vias: 2199
  • DRT iter0 DRCs: 49
  • Drt drc: 0
  • Final antenna diode count: 0
  • TritonRoute pass-1 iters: 4
  • Routed Antenna Nets: 0
  • Post-Route WL: 7.11 mm
  • Vias per inst: 4.77

Clocking
  • CTS tree: yes
  • Worst skew pair latency: 0.35 ns
  • H-tree levels: 3
  • Post-CTS setup buffers: 0
  • Longest Clk Path Bufs: 2
  • Clock transition at path regs: 0.09 ns
  • Sink Count: 96
  • Root Driver: clkbuf_8
  • Cts bufs inserted: 9

Placement
  • I/O Buffers: 69
  • Worst slack, placed: -0.383 ns
  • Hpwl dp: 4.66 mm
  • Gpl congestion: 0.718
  • Area of placed instances: 5170 µm²

Timing
  • # setup viols final: 3
  • Smallest hold slack: 0.496 ns
  • Max_slew headroom: 51.6%
  • Fin Setup TNS: -0.633 ns
  • Worst Slack Setup Final: -0.374 ns
  • Fin. Hold Viols: 0
  • Worst Max-Slew Pin Slew: 0.726 ns
  • Max Clock Freq: 87.9 MHz
  • Max-slew violation count: 0
  • RSZ-0062 raised after global routing: true
  • Cycle use final: 103%
  • Tmin final: 11.37 ns
  • Clk_skew: 0.0123 ns

Finish
  • Area Growth Syn to Fin: 24.8%
  • Fillers: 902
  • Sequential cell area: 2400 µm²
  • Ratio of cells with drive above 1 in the final layout: 43.4%
  • Final Core Density: 51.8%
  • Gate Area: 1850 µm²
  • Design Area, Final: 5370 µm²

Run status
  • Run status: complete, but fails checks
  • Failing checks: setup timing

Flow run
  • Tool warnings: 28
  • Max-Cap Viols: 0

Pwr
  • Worst VDD drop: 115 µV
  • PD cells: 205 nW/µm²
  • Leak: 2.17 nW

Worst hold path
  • Hold Path Class: reg -> reg
-- area by class of cell --
type	instances	share of cell area (%)
clock inverter	2	0.699
sequential	96	44.7
clock buffer	14	3.03
tap	136	3.17
inverter	9	0.629
timing repair buffer	73	13.4
multi-input combinational	131	34.4
-- power by group --
part	switching, mW	internal [mW]
Sequential	0.0667	0.458
Clock	0.116	0.118
Combinational	0.0963	0.249
Total	0.279	0.824
-- cell families after synthesis --
| family | Yosys count | synth area share [%] |
|---|---|---|
| AND/OR/NAND/NOR | 3 | 1.25 |
| multiplexers | 96 | 25.1 |
| buffers and inverters | 18 | 3.14 |
| flip-flops | 96 | 55.8 |
| adder cells (fa/ha/maj) | 31 | 14.2 |
| XOR/XNOR | 1 | 0.523 |
-- worst paths after layout --
path | end | start | cells past startpoint
max | o_result[31] | i_add1[0] | 36
min | o_result[21] | o_result[21] | 1
max reg2reg | o_result[31] | i_add1[0] | 36
min reg2reg | o_result[21] | o_result[21] | 1
max in group asynchronous | i_add1[23] | reset | 2
min in group asynchronous | i_add2[4] | reset | 1
-- critical path: cells and delay by family (launching register included) --
family     cells  cell delay [ns]
fa+ha+maj     31            10.24
flops          1             0.39
mux            1             0.26
xor+xnor       1             0.20
buf+inv        3             0.17
-- per-stage QoR --
stage	instances	total power, mW
floorplan	245	0.684
global placement	445	0.883
detailed placement	445	0.887
CTS	461	1.13
global route	461	1.19
finish	461	1.10
-- state kept, by name, summed over array words and instances (netlist names) --
signal,flops
i_add2,32
i_add1,32
o_result,32
-- per-layer routing --
metal / vias up / routed length (µm)
li1: 986 / -
met1: 1152 / 3280
met2: 54 / 3400
met3: 7 / 326
met4: 0 / 105
met5: - / 0
-- cell usage in the layout (no fill, tap or decap), drive strengths merged --
cell type       n
nor3            1
dfrtp          96
clkinvlp        1
clkbuf         14
nor3b           2
inv             9
ha              1
mux2i           2
mux2           94
fa             30
xnor3           1
bufinv          1
buf             5
clkdlybuf4s50  68
-- what timing repair did --
item	in CTS	in global routing
hold buffers	0	0
endpoints found under the setup margin	3	3
gates resized	1	0
gates cloned	0	0
No activity file was given, so power comes from the tool's default toggle rates.
